<file path="design.v">
module dffen(q,d,clk,reset,en);
   parameter N = 1;
   input logic [N-1:0] d;
   input logic 	       clk;
   input logic 	       reset;
   input logic 	       en;
   output logic [N-1:0] q;
   always_ff@(posedge clk)
     begin
	if(reset)
	  begin
	     q <= 1'b0;
	  end
	else
	  begin
	     q <= en ? d : q;
	  end
     end  
endmodule  
module shiftregbit(clk,reset,b,valid,out);
   input logic clk;
   input logic reset;
   input logic b;
   input logic valid;
   parameter W = 32;
   output logic [W-1:0] out;
   for(genvar i = 0; i < W; i = i + 1)
     begin : sr
	if(i==0)
	  begin
	     dffen #(.N(1)) ff (.clk(clk), .reset(reset), .en(valid), .d(b), .q(out[0]));
	  end
	else
	  begin
	     dffen #(.N(1)) ff (.clk(clk), .reset(reset), .en(valid), .d(out[i-1]), .q(out[i]));	     
	  end
     end
endmodule
</file>
<file path="run.sh">
#!/bin/bash
# OpenROAD 26Q1-2900-gdf79404cd8, Yosys 0.63+post, stock flow scripts
make -C /OpenROAD-flow-scripts/flow DESIGN_CONFIG=/design/flow/config.mk WORK_HOME=/design/flow/orfs finish
</file>
<file path="config.mk">
export PLATFORM = sky130hd
export DESIGN_NAME = shiftregbit
export DESIGN_NICKNAME = shiftregbit
export VERILOG_FILES = /design/flow/design.v
export SDC_FILE = /design/flow/constraint.sdc
export NUM_CORES = 4
export LEC_CHECK = 1
export CORE_AREA = 10 10 91 91
export DIE_AREA = 0 0 101 101
</file>
<file path="constraint.sdc">
current_design shiftregbit

set clk_period 1.2
set clk_io_pct 0.2

create_clock -name clk0 -period $clk_period [get_ports {clk}]

set non_clock_inputs [all_inputs -no_clocks]
set_input_delay [expr $clk_period * $clk_io_pct] -clock clk0 $non_clock_inputs
set_output_delay [expr $clk_period * $clk_io_pct] -clock clk0 [all_outputs]
</file>
==> out/metrics.csv <==
stage;metric;value;unit
clock_tree;H-tree levels;2;
worst_setup_path;r2r setup slk;450;ps
worst_setup_path;R2R depth;3;
pwr;part of the power in registers;0.491;
detailed_routing;via count;894;
synth;flops out of synthesis;32;
global_route;GRT Max-Usage Layer;met2;
final_timing;endpoints failing setup;0;
die;Die Y;101;um
worst_setup_path;Critical path buffers and inverters;1;
pwr;Leakage;0.991;nW
die;die area;10200;um2
synth;ys cells;135;
worst_setup_path;worst-path fanout max;3;
die;IO Pins;36;
synth;Gate Count Post-Synth;135;
synth;average cell area after synthesis;10.4;um2
die;Die W;101;um
clock_tree;Skew-Pair Late Insertion Delay;280;ps
detailed_routing;post-route ant nets;0;
synth;yosys simple share;0.0856;
clock_tree;CTS tree;yes;
status;status;finished clean;
global_route;GRT met2 Usage;0.0786;
final_timing;final tally of hold violations;0;
detailed_routing;DRC viols;0;
synth;register area share after synthesis;0.456;
final_layout;synth-to-layout area growth;32.4;%
final_timing;setup tns final;0;ps
global_route;largest net degree at the start of global routing;33;
detailed_routing;first-pass iteration count of the detailed router;4;
final_timing;fmax;909;MHz
final_layout;Largest regs;sr.genblk1.ff.q: 32 flops;
synth;YS chip area;1400;um2
worst_setup_path;Critical Path Source;sr[20].genblk1.ff.q$_SDFFE_PP0P_;
synth;Yosys Warn Count;1;
pwr;Clk pwr share;0.464;
final_layout;layout cells sized above 1;0.404;
clock_tree;Clock Path Buffers;2;
synth;Unique cell types;7;
global_route;GR Util met3;0.0353;
placed_design;dpl cell area;1570;um2
final_timing;Rel. slew slack;0.845;
worst_setup_path;reg2reg start;sr[10].genblk1.ff.q$_SDFFE_PP0P_;
pwr;power per cell area;1170;nW/um2
detailed_routing;total routed wirelength;2750;um
global_route;initial antenna violation count;0;
die;Rows;29;
global_route;first-pass GRT wire length;4540;um
pwr;Int Power;1.73;mW
final_layout;non-filler instance count after layout;243;
final_layout;storage element area;681;um2
synth;synthesized area;1400;um2
placed_design;routability cong.;0.648;
pwr;Net Switching;446;uW
final_layout;fill count;670;
worst_setup_path;crit path to;out[20];
die;FP Core Util;0.221;
pwr;VDD IR-drop max;0.437;mV
pwr;part of the power in combinational logic;0.045;
final_timing;worst slew pin tran;233;ps
synth;MUX area fraction;0.228;
final_timing;setup ws final;99.4;ps
synth;Adder Area Share;0;
final_timing;Final Max Tran Viols;0;
clock_tree;CTS sink count;32;
min_path;hold path startpoint;sr[31].genblk1.ff.q$_SDFFE_PP0P_;
final_timing;clock skew;7.39;ps
placed_design;PortBufs;35;
synth;XOR Share, Synth;0;
synth;Largest logic family;buffers and inverters;
clock_tree;CTS Buf Count;5;
worst_setup_path;Worst Path Required;960;ps
worst_setup_path;CP top delay family;flip-flops;
clock_tree;clock slew at reported path FFs;70;ps
worst_setup_path;Slowest cell on crit path;dfxtp_2;
global_route;total track usage;0.0545;
final_timing;Tcrit/Tclk final;0.917;
min_path;worst min-delay path class;reg2reg;
detailed_routing;Starting DRT DRC Count;7;
worst_setup_path;FF-to-FF End;sr[11].genblk1.ff.q$_SDFFE_PP0P_;
global_route;vias in the first global route;906;
worst_setup_path;CP endpoint kind;primary output;
flow_run;max-cap violations;0;
final_layout;Post-Layout Inst Area;1860;um2
global_route;grt met1 use;0.0680;
worst_setup_path;CP cell instances;dlygate4sd2_1;
placed_design;Post-Place Setup Slack;60.5;ps
clock_tree;CTS Hold Buffers Added;0;
clock_tree;root buf cell;clkbuf_8;
worst_setup_path;largest incremental delay on the critical path;330;ps
die;core area;6350;um2
detailed_routing;DR vias/cell;3.68;
placed_design;post-placement cell count;211;
final_timing;Final min period;1100;ps
global_route;Remaining Overflow, GRT;0;
flow_run;tool warnings;25;
final_layout;max reg flops;32;
worst_setup_path;crit path kind;reg2out;
synth;yosys aoi share;0;
placed_design;DP HPWL;1770;um
final_layout;Largest Register;sr.genblk1.ff.q;
final_layout;multi-input combinational cell area;440;um2
worst_setup_path;critical path data arrival time;860;ps
worst_setup_path;Critical Path Stages;1;
final_timing;unrepaired setup endpoints after global routing;no;
detailed_routing;DR WL/cell;11.3;um
detailed_routing;Ant. Diodes;0;
worst_setup_path;critical path launch point type;flip-flop;
pwr;switching share of power;0.205;
==> stage by stage <==
step | hold WS, ps | utilization | total power, mW
2_1_floorplan | 312 | - | 1.18
3_3_place_gp | 478 | 0.247 | 1.19
3_5_place_dp | 483 | 0.247 | 1.19
4_1_cts | 485 | 0.293 | 2.20
5_1_grt | 519 | 0.293 | 2.27
6_report | 481 | 0.293 | 2.18
==> how the worst min path moves through the flow <==
stage,end,slack [ps],cells past startpoint
final,sr[31].genblk1.ff.q$_SDFFE_PP0P_,480,2
after CTS,sr[31].genblk1.ff.q$_SDFFE_PP0P_,480,2
after global routing,sr[19].genblk1.ff.q$_SDFFE_PP0P_,520,4
==> final cells by class <==
cell class | instances | area share
Multi-Input combinational cell | 64 | 0.237
Timing Repair Buffer | 62 | 0.287
Tap cell | 77 | 0.0519
Sequential cell | 32 | 0.366
Clock inverter | 2 | 0.0189
Clock buffer | 6 | 0.0391
==> metal layers <==
metal	up-vias	share of wire
met5	-	0
met4	0	0.014
met3	5	0.13
met2	26	0.40
met1	400	0.45
li1	463	-
==> power by group through the flow <==
stage | sequential, mW | combinational [mW] | clock [mW]
4_1_cts | 1.07 | 0.100 | 1.03
5_1_grt | 1.07 | 0.106 | 1.10
6_report | 1.07 | 0.0979 | 1.01
==> placed cells by master (no fill, tap or decap) <==
master           count
dfxtp_2             32
buf_4               25
buf_2                1
dlygate4sd2_1       32
clkbuf_8             5
clkbuf_1             1
bufinv_16            1
clkdlybuf4s50_1      2
clkinv_2             1
buf_12               2
nor2_1              32
mux2i_1             32
==> Yosys cell counts (all sizes together) <==
cell | number | share of area
buf | 36 | 0.22
clkbuf | 3 | 0.0080
dfxtp | 32 | 0.46
mux2i | 32 | 0.23
nor2 | 32 | 0.086
==> cell families after synthesis <==
kind of cell	after synthesis
flip-flops	32
AND/OR/NAND/NOR	32
multiplexers	32
buffers and inverters	39
==> timing repair <==
item | CTS | global route
buffers inserted | 24 | 0
setup endpoints to repair | 32 | 0
resized | 64 | 0
Power is estimated from default activity; no workload was simulated.
