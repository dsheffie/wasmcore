==> ./design.v <==
module fair_sched#(parameter LG_N = 2)(clk, rst, in, y);
   localparam N = 1<<LG_N;
   input logic clk;
   input logic rst;
   input logic [N-1:0] in;
   output logic [LG_N:0] y;
   wire 		 any_valid = |in;
   logic [LG_N-1:0] 	 r_cnt, n_cnt;
   logic [(2*N)-1:0] 	 t_in2, t_in_shift;
   logic [N-1:0] 	 t_in;
   logic [LG_N:0] 	 t_y;
   always_comb
     begin
	t_in2 = {in, in};
	t_in_shift =  (t_in2 << r_cnt);
	t_in =  t_in_shift[(2*N)-1:N];
     end
   always_ff@(posedge clk)
     begin
	if(rst)
	  begin
	     r_cnt <= 'd0;
	  end
	else
	  begin
	     r_cnt <= any_valid ? r_cnt + 'd1 : r_cnt;
	  end
     end  
   find_first_set#(LG_N) f (.in(t_in), .y(t_y));
   wire [LG_N-1:0] w_yy = t_y[LG_N-1:0] - r_cnt;
   always_comb
     begin
	y = {(LG_N+1){1'b1}};
	if(any_valid)
	  begin
	     y = {1'b0, w_yy};
	  end
     end
endmodule
module find_first_set#(parameter LG_N = 2)(in, y);
   localparam N = 1<<LG_N;
   localparam N2 = 1<<(LG_N-1);
   input logic [N-1:0] in;
   output logic [LG_N:0] y;
   logic [LG_N-1:0] 	 t0, t1;
   wire 		 lo_z = in[N2-1:0]=='d0;
   wire 		 hi_z = in[N-1:N2]=='d0;
   generate
      if(LG_N == 2)
	begin
	   always_comb
	     begin
		y = 3'b111;
		casez(in)
		  4'b0001:
		    y = 3'd0;
		  4'b001?:
		    y = 3'd1;
		  4'b01??:
		    y = 3'd2;
		  4'b1???:
		    y = 3'd3;
		  default:
		    y = 3'b111;
		endcase  
	     end  
	end  
      else
	begin
	   find_first_set#(LG_N-1) f0(.in(in[N2-1:0]), .y(t0));
	   find_first_set#(LG_N-1) f1(.in(in[N-1:N2]), .y(t1));
	   always_comb
	     begin
		y = N;
		if(lo_z && hi_z)
		  y = N;
		else if(!hi_z)
		  y = N2 + t1;
		else if(!lo_z)
		  y = {1'b0, t0};
	     end
	end
   endgenerate
endmodule  
==> ./run.sh <==
#!/bin/bash
# OpenROAD 26Q1-2900-gdf79404cd8, Yosys 0.63+post, stock flow scripts
make -C /OpenROAD-flow-scripts/flow DESIGN_CONFIG=/design/flow/config.mk WORK_HOME=/design/flow/orfs finish
==> ./config.mk <==
export PLATFORM = sky130hd
export DESIGN_NAME = fair_sched
export DESIGN_NICKNAME = fair_sched
export VERILOG_FILES = /design/flow/design.v
export SDC_FILE = /design/flow/constraint.sdc
export NUM_CORES = 4
export LEC_CHECK = 1
export CORE_AREA = 10 10 70 70
export DIE_AREA = 0 0 80 80
==> ./constraint.sdc <==
current_design fair_sched

set clk_period 4.2
set clk_io_pct 0.2

create_clock -name clk0 -period $clk_period [get_ports {clk}]

set non_clock_inputs [all_inputs -no_clocks]
set_input_delay [expr $clk_period * $clk_io_pct] -clock clk0 $non_clock_inputs
set_output_delay [expr $clk_period * $clk_io_pct] -clock clk0 [all_outputs]
==> impl_metrics.tcl <==
# metrics dict for downstream scripts
set metrics [dict create \
    clockBufferDepth 2 \
    topCellsByArea "dfxtp_1, nor2_1, o32ai_1" \
    cts_resized 0 \
    largest_reg_flops 2 \
    portBuffers 8 \
    hold_depth 2 \
    synth-edff-count 0 \
    synth_top_cell_by_count "nor2_1" \
    rsz0062_at_grt "no" \
    start_kind "input port" \
    die_h_microns 80 \
    root_buffer "clkbuf_4" \
    cts_setup_buffers 0 \
    yosys_warnings 2 \
    drt_iter0_drc 14 \
    postCtsHoldBufs 0 \
    hold_violations 0 \
    reg2reg_from "r_cnt[0]$_SDFFE_PP0N_" \
    powerDensity_nw_per_um2 269 \
    min_period_ps 3880 \
    drt_wl_total_microns 754 \
    ys_sh_xor_pct 9.91 \
    num_io_pins 9 \
    path_clk_slew_ps 30 \
    finalClockPeriodUsage_pct 92.3 \
    fmax_mhz 258 \
    ys_ff 2 \
    ys_cells 38 \
    clock_sinks 2 \
    tightest_slew_ps 438 \
    finClkSkew_ps 0.592 \
    outcome "complete, no violations" \
    hold_start "r_cnt[1]$_SDFFE_PP0N_" \
    tool_warnings 25 \
    crit_required_ps 3360 \
    initial_utilization_pct 7.77 \
    endpoint_kind "primary output" \
    synthFlopType "dfxtp_1" \
    vias 287 \
    fin_hold_ws_ps 634 \
    leakagePower_uw 0.000149 \
    worstRegToRegCells 3 \
    dieArea_sq_um 6400 \
    largest_register "r_cnt" \
    place_hpwl_microns 562 \
    r2r_setup_slack_ps 3220 \
    antenna_found_initial 0 \
    grt-ovfl-total 0 \
    setup_viol 0 \
    yosys_area_sq_um 265 \
    drtAntennaViolNets 0 \
    syn_to_final_growth_pct 52.8 \
    top_area_share_pct 15.1 \
    r2r-end "r_cnt[1]$_SDFFE_PP0N_" \
    htreeDepth 1 \
    compound_area_share_pct 20.3 \
    async_flop_share_pct 0 \
    placed_area_sq_um 383 \
    grt_max_degree 14 \
    synth_cells 38 \
    ys_sh_adder_pct 4.72 \
    post-synth-top-area-cell "dfxtp_1" \
    dr.pass1.iters 3 \
    drc 0 \
    wl_per_cell_microns 8.20 \
    tns_ps 0 \
    gp_congestion 0.815 \
    cts_buffers 3 \
    yosys.cell_types.count 24 \
    crit_fanout 9 \
    die_x_microns 80 \
    core_sq_um 3420 \
    synth_area_sq_um 265 \
    grt_pass1_vias 279 \
    fin_area_sq_um 405 \
    hp-class "reg2reg" \
    muxShareOfSynthArea_pct 3.77 \
    ys_seq_share_pct 15.1 \
    cap_violations 0 \
    rows 21 \
    slew_viol_final 0 \
    antennaDiodeCount 0 \
    critPathKind "in2out" \
    reg_top3 "r_cnt (2)" \
    avgSynthCellArea_sq_um 6.98 \
    cts_tree "built" \
    grt_usage_pct 2.36 \
    simple_gate_share_pct 34.4 \
    crit_arrival_ps 3040 \
    ys_top_logic_family "simple AND/OR/NAND/NOR gates" \
    slew_headroom_pct 70.8 \
    insertion_delay_ps 220 \
    ir_drop_uv 109 \
    layout-drive-gt1-share_pct 10.9 \
    holdPathEnd "r_cnt[1]$_SDFFE_PP0N_" \
    grt_pass1_wl_microns 1210 \
    viasPerCell 3.12 \
]
stage by stage:
step           util (%)  std cells  setup WS [ps]  power, uW
2_1_floorplan         -         38           1390       48.0
3_3_place_gp       11.2         89            333       66.3
3_5_place_dp       11.2         89            298       67.2
4_1_cts            11.9         92            289        113
5_1_grt            11.9         92            125        120
6_report           11.9         92            325        109
worst max-delay path by stage:
stage	start	slack [ps]	cells past startpoint	to
4_1_cts	in[1]	290	8	y[1]
5_1_grt	in[2]	120	9	y[1]
6_report	in[1]	320	8	y[1]
critical path: stages:
cell	delay, ps
clkdlybuf4s50_1	540
or4_1	560
o2111ai_1	100
ha_1	190
xnor2_1	140
nor2_1	60
mux2i_1	130
clkdlybuf4s50_1	490
per-layer routing:
| layer | GRT usage [%] | vias up | wire length, microns |
|---|---|---|---|
| met5 | 0 | - | 0 |
| met4 | 0.528 | 0 | 0 |
| met3 | 1.02 | 0 | 56 |
| met2 | 3.21 | 6 | 314 |
| met1 | 3.30 | 131 | 383 |
| li1 | - | 150 | - |
cells by family (layout without fill, tap and decap cells):
family	Yosys count	in the layout
xor+xnor	3	3
simple gates	18	18
buf+inv	6	14
fa+ha+maj	1	1
compound gates	7	7
flops	2	2
mux	1	1
layout make-up:
type	instances	area, sq um
Fill cell	403	3010
Clock buffer	3	22.5
Timing Repair Buffer	8	80.1
Tap cell	46	57.6
Sequential cell	2	40.0
Multi-Input combinational cell	30	194
Inverter	3	11.3
placed cells by master, fill, tap and decap left out, drive strengths merged:
cell type      n
o2111ai        1
inv            2
xnor2          2
dfxtp          2
o21ai          1
clkbuf         3
ha             1
a32oi          1
clkinv         1
nor3           2
a31oi          1
nor2           9
o211ai         1
clkdlybuf4s50  8
nand2          2
and3           1
o32ai          2
or4            2
xor2           1
mux2i          1
nand2b         2
power by group:
part	switching, uW	internal, uW	leakage (uW)
Sequential	5.49	21.4	0.0000167
Clock	10.7	31.5	0.0000138
Combinational	15.1	24.7	0.000119
Power and IR drop assume default switching activity.
