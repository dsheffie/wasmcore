### ./config.mk
export PLATFORM = sky130hd
export DESIGN_NAME = rf6r3w
export DESIGN_NICKNAME = rf6r3w
export VERILOG_FILES = /design/flow/design.v
export SDC_FILE = /design/flow/constraint.sdc
export NUM_CORES = 4
export LEC_CHECK = 1
export CORE_AREA = 10 10 70 70
export DIE_AREA = 0 0 80 80
### ./constraint.sdc
current_design rf6r3w

set clk_period 1.4
set clk_io_pct 0.2

create_clock -name clk0 -period $clk_period [get_ports {clk}]

set non_clock_inputs [all_inputs -no_clocks]
set_input_delay [expr $clk_period * $clk_io_pct] -clock clk0 $non_clock_inputs
set_output_delay [expr $clk_period * $clk_io_pct] -clock clk0 [all_outputs]
### ./design.v
module rf6r3w(clk,
	      rdptr0,rdptr1,rdptr2,rdptr3,rdptr4,rdptr5,
	      wrptr0,wrptr1,wrptr2,
	      wen0,wen1,wen2,
	      wr0, wr1, wr2,
	      rd0, rd1, rd2, rd3,rd4,rd5);
   parameter WIDTH = 1;
   parameter LG_DEPTH = 1;
   input logic clk;
   input logic [LG_DEPTH-1:0] rdptr0;
   input logic [LG_DEPTH-1:0] rdptr1;
   input logic [LG_DEPTH-1:0] rdptr2;
   input logic [LG_DEPTH-1:0] rdptr3;
   input logic [LG_DEPTH-1:0] rdptr4;
   input logic [LG_DEPTH-1:0] rdptr5;   
   input logic [LG_DEPTH-1:0] wrptr0;
   input logic [LG_DEPTH-1:0] wrptr1;
   input logic [LG_DEPTH-1:0] wrptr2;
   input logic 		      wen0;
   input logic 		      wen1;
   input logic 		      wen2;
   input logic [WIDTH-1:0]    wr0;
   input logic [WIDTH-1:0]    wr1;
   input logic [WIDTH-1:0]    wr2;
   output logic [WIDTH-1:0]   rd0;
   output logic [WIDTH-1:0]   rd1;
   output logic [WIDTH-1:0]   rd2;
   output logic [WIDTH-1:0]   rd3;
   output logic [WIDTH-1:0]   rd4;
   output logic [WIDTH-1:0]   rd5;   
   localparam DEPTH = 1<<LG_DEPTH;
   logic [WIDTH-1:0] 	    r_ram[DEPTH-1:0];
   always_ff@(posedge clk)
     begin
	rd0 <= rdptr0=='d0 ? 'd0 : r_ram[rdptr0];
	rd1 <= rdptr1=='d0 ? 'd0 : r_ram[rdptr1];
	rd2 <= rdptr2=='d0 ? 'd0 : r_ram[rdptr2];
	rd3 <= rdptr3=='d0 ? 'd0 : r_ram[rdptr3];
	rd4 <= rdptr4=='d0 ? 'd0 : r_ram[rdptr4];
	rd5 <= rdptr5=='d0 ? 'd0 : r_ram[rdptr5];	
	if(wen0)
	  r_ram[wrptr0] <= wr0;
	if(wen1)
	  r_ram[wrptr1] <= wr1;
	if(wen2)
	  r_ram[wrptr2] <= wr2;	
     end  
endmodule
### ./run.sh
#!/bin/bash
# OpenROAD 26Q1-2900-gdf79404cd8, Yosys 0.63+post, stock flow scripts
make -C /OpenROAD-flow-scripts/flow DESIGN_CONFIG=/design/flow/config.mk WORK_HOME=/design/flow/orfs finish
==> notes.md <==
Figures from the implementation reports.

- Each instance of the synthesized netlist takes up on average 11.1 um2.
- The first global-routing pass estimated 1320 um of wire.
- The stage delay of the slowest cell on the critical path reads 470 ps.
- The flip-flop and latch count after synthesis reads 7.
- The routability congestion estimate reads 0.655.
- The via count of the routed design reads 226.
- The final clock period utilization by the worst path is 94.1%.
- Synthesis instantiated 8 different standard cells from the library.
- The power density of the placed cells is 977 nW/um2.
- Clock tree synthesis selected as its root buffer the cell clkbuf_4.
- The DRC violation count after routing is 0.
- The effective utilization at floorplan is 6.52%.
- The category of cells accounting for the largest share of critical-path delay is buffers and inverters.
- The detailed-router iteration count before antenna repair is 4.
- The number of buffers added to fix hold violations after cts is 0.
- The summed standard-cell area reported by yosys reads 223 um2.
- Looking at the clock tree report, the maximum root-to-sink buffer count equals 2.
- Setup repair after global routing left no endpoint under its margin.
- The skew report gives the latency at the later pin of the worst-skew pair as 250 ps.
- The setup TNS reads 0 ps.
- The number of hold violations in the final report is 0.
- The count of non-filler cells in the finished layout is 91.
- The cell count of the worst reg-to-reg path reads 1.
- The total global routing overflow reads 0.
- The full die area reads 6400 um2.
- The post-cts sizing count is 0.
- The clock transition at the registers of the reported paths is 50 ps.
- The wire length per cell reads 8.66 um.
- The maximum vdd drop reads 0.279 mV.
- The number of warnings reported in the yosys synthesis log reads 1.
- The number of input and output port buffers inserted reads 21.
- STA classifies the critical path startpoint as a flop.
- The routed design has 788 um of wire.
- Sequential elements use 67.4% of the synthesized area.
- The tool warning count is 25.
- The post-placement worst setup slack is 105 ps.
- The smallest setup slack after layout is 82.7 ps.
- The mapped cell area reads 223 um2.
- The x dimension of the die reads 80 um.
- The initial antenna violation count reads 0.
- The leakage component of the power is 0.000193 uW.
- The total CTS buffers is 3.
- The clock sink total is 7.
- The arrival time at the worst endpoint reads 1040 ps.
- The via density per instance reads 2.48.
- The final design area excluding fillers is 517 um2.
- For the pin with the worst max-slew slack, the measured transition is 114 ps.
- The critical path class is flop to output port.
- The run finished with clean final reports.
- TritonCTS built the clock tree.
- For the worst min-delay path, the startpoint reported by OpenROAD is r_ram[1]$_DFFE_PP_.
- The count of filler cells inserted in the layout reads 398.
- Of the cells placed in the final design, the portion with a size suffix greater than 1 is 6.67%.
- Counting every instance in the synthesized netlist gives 20.
- In this run the number of H-tree levels came out at 1.
- The total instance count after detailed placement reads 87.
- The worst max-slew margin expressed relative to the limit is 92.2%.
- The number of antenna cells inserted reads 0.
- The first-iteration detailed-routing DRC count reads 3.
- The destination of the worst hold path reads rd5$_SDFF_PN0_.
- The final max-slew violation count reads 0.
- The total placed instance area reads 490 um2.
- The number of ports placed on the die boundary is 22.
- The flow reports an fmax of 0.759 GHz.
- For reference, the critical path cell chain is clkdlybuf4s50_1.
- In the hold timing report, the worst path depth is 1.
- The via count of the first global-routing pass was 270.
- The area of the core reads 3420 um2.
- The tally of max-capacitance violations is 0.
- The critical register-to-register path startpoint is r_ram[1]$_DFFE_PP_.
- In this run the remaining antenna-violating nets after routing total 0.
- The type of the most critical hold path is flop to flop.
- The synthesized netlist was found by Yosys to have 20 cells.
- The floorplan die height reads 80 um.
- The register-to-register path setup slack reads 680 ps.
- The number of setup buffers added after CTS is 0.
- The kind of capture point of the worst setup path is an output port.
- The buffer-and-inverter tally for the worst setup path reads 1.
- The worst-case clock skew reads 10.2 ps.
- The area growth from synthesis to layout reads 132%.
- At the worst endpoint, the required time is 1120 ps.
- The critical register-to-register path endpoint reads rd4$_SDFF_PN0_.
- Summed over all routing layers, the global router reports a total usage of 2.67%.
- The highest-delay cell along the critical path is clkdlybuf4s50_1.
- The final number of setup-violating endpoints is 0.
- The maximum number of pins on one net before global-route repair is 7.
- The top fanout value on the critical path reads 1.
- The clock period minus worst slack reads 1320 ps.
- The row count is 21.
## cells by family (layout without fill, tap and decap cells)
| kind of cell | Yosys count | in the layout | synth area share (%) |
|---|---|---|---|
| simple gates | 11 | 11 | 25.8 |
| flops | 7 | 7 | 67.4 |
| compound gates | 1 | 1 | 2.25 |
| mux | 1 | 1 | 4.49 |
| buf+inv | 0 | 25 | 0 |
## flip-flops by register name, indices dropped and copies added, names as in the netlist
name	cells
rd0	1
rd4	1
rd1	1
rd2	1
rd3	1
rd5	1
r_ram	1
## cells in the mapped netlist
master	count	area, um2
nand3_1	1	5.00
mux2i_1	1	10.0
nand2_1	3	11.3
edfxtp_1	1	30.0
nor2_1	1	3.75
and2_1	6	37.5
dfxtp_1	6	120
a21oi_1	1	5.00
## metal layers
metal  vias to the layer above  wire length, um  track usage (%)
met5                         -                0                0
met4                         0               10            0.704
met3                         2              233             3.64
met2                        26              124             1.69
met1                        82              419             3.89
li1                        116                -                -
## cells in the final DEF (no fill, tap or decap)
master	netlist	layout
a21oi_1	1	1
and2_1	6	6
dfxtp_1	6	6
nand2_1	3	3
clkbuf_4	0	3
clkdlybuf4s50_1	0	21
mux2i_1	1	1
edfxtp_1	1	1
nand3_1	1	1
nor2_1	1	1
clkbuf_1	0	1
## power by group
part,switching [uW],total (uW),leakage [uW],internal [uW]
Sequential,8.94,236,0.0000599,227
Combinational,17.5,92.5,0.000118,75.0
Clock,67.6,176,0.0000150,108
## worst max path at each step
stage         startpoint     end  slack (ps)  depth (start not counted)
5_1_grt   rd3$_SDFF_PN0_  rd3[0]          30                          1
6_report  rd5$_SDFF_PN0_  rd5[0]          80                          1
4_1_cts   rd5$_SDFF_PN0_  rd5[0]          70                          1
## cell type report
| class | instances | area, um2 | area share, % |
|---|---|---|---|
| Sequential cell | 7 | 150 | 29.1 |
| Tap cell | 46 | 57.6 | 11.1 |
| Clock buffer | 4 | 26.3 | 5.08 |
| Multi-Input combinational cell | 13 | 72.6 | 14.0 |
| Timing Repair Buffer | 21 | 210 | 40.7 |
## stage by stage
stage / hold WS (ps) / power (uW) / util [%]
finish: 551 / 505 / 15.1
global route: 612 / 547 / 15.1
CTS: 561 / 514 / 15.1
detailed placement: 551 / 335 / 14.4
global placement: 535 / 333 / 14.4
floorplan: 407 / 251 / -
No activity file was given, so power comes from the tool's default toggle rates.
