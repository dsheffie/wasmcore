==> design/flow/design.v <==
module addsub(A, B, is_sub, Y);
   parameter W = 32;
   input [W-1:0] A;
   input [W-1:0] B;
   input	 is_sub;
   output [W-1:0] Y;
   wire [W-1:0]	  w_s, w_c;
   csa #(.N(W)) csa0 
     (
      .a(A), 
      .b(is_sub ? ~B :B ), 
      .cin(is_sub ? 'd1 : 'd0), 
      .s(w_s), 
      .cout(w_c) 
      );
   wire [W-1:0] w_srcA = {w_c[W-2:0], 1'b0};
   wire [W-1:0] w_srcB = w_s;
   assign Y = w_srcA+w_srcB;
endmodule
module csa(a,b,cin,s,cout);
   parameter N = 64;
   input [N-1:0] a;
   input [N-1:0] b;
   input [N-1:0] cin;
   output [N-1:0] s;
   output [N-1:0] cout;
   wire [N-1:0]   w_xor_ab = a^b;
   assign s = w_xor_ab ^ cin;
   assign cout = a&b | (cin & w_xor_ab);
endmodule  
==> design/flow/run.sh <==
#!/bin/bash
# OpenROAD 26Q1-2900-gdf79404cd8, Yosys 0.63+post, stock flow scripts
make -C /OpenROAD-flow-scripts/flow DESIGN_CONFIG=/design/flow/config.mk WORK_HOME=/design/flow/orfs finish
==> design/flow/config.mk <==
export PLATFORM = sky130hd
export DESIGN_NAME = addsub
export DESIGN_NICKNAME = addsub
export VERILOG_FILES = /design/flow/design.v
export SDC_FILE = /design/flow/constraint.sdc
export NUM_CORES = 4
export LEC_CHECK = 1
export CORE_AREA = 10 10 107 107
export DIE_AREA = 0 0 117 117
==> design/flow/constraint.sdc <==
current_design addsub

set clk_period 17.1
set clk_io_pct 0.2

create_clock -name clk0 -period $clk_period

set non_clock_inputs [all_inputs -no_clocks]
set_input_delay [expr $clk_period * $clk_io_pct] -clock clk0 $non_clock_inputs
set_output_delay [expr $clk_period * $clk_io_pct] -clock clk0 [all_outputs]
==> flow_summary.ini <==
; synthesis and place-and-route metrics
[finish]
regArea_um2 = 0
final_cell_area_um2 = 3360
ff_count = 0
area_growth_pct = 47.0
clkbuf_count = 0
comb_area_um2 = 2210
nFillCells = 951
fin_cells = 494
final_util = 0.365
layout-drive-gt1-share = 0.0261

[placed_design]
dpl-instance-area_um2 = 3360
post-place-ws_ns = 6.76
gp_congestion = 0.903
hpwl_um = 6020
io_buffers = 97
placed_cells = 494

[die]
die_area_um2 = 13700
core_um2 = 9200
io-pin-count = 97
rows = 35
die_h_um = 117
initial_core_util = 0.248
die_width_um = 117

[routing]
wl_per_cell_um = 13.9
drc = 0
drt_iter0_drc = 51
vias = 2362
routed_via_density = 4.78
drt-total-wl_um = 6850
drtAntennaViolNets = 0
diodes = 0
drt_pre_antenna_iters = 4

[logic_synthesis]
yosysSeqAreaShare = 0
yosys_area_um2 = 2280
ys_cells = 295
avgSynthCellArea_um2 = 7.74
synthDistinctLibCells = 41
top_area_frac = 0.329
synthCells = 295
yosys.area.top_type = ha_1
syn_area_um2 = 2280
yosys_warnings = 0
top_cells_by_area = ha_1 33%, xor2_1 16%, xnor2_1 7.3%

[global_route]
grt_antenna_before_repair = 0
grt_overflow = 0
grt_pass1_wl_um = 11300
grt_pass1_vias = 2423
grt_max_degree = 33
grtUsageTotal = 0.0984

[final_timing]
period_needed_ns = 10.28
maxSlewViolCount = 0
fmax_mhz = 97.3
relSlewSlack = 0.665
min_period_over_period = 0.601
fin_ws_ns = 6.82
tightest_slew_ns = 0.503
setup_violations = 0
timing_hold_violations_final = 0
fin_setup_tns_ns = 0
grt_setup_unrepaired = false

[cts]
post-cts-setup-buffers = 0
cts_hold_buf = 0
cts_resized = 0

[run_status]
run_status = finished clean

[flow_run]
cap_viol_max_count = 0
warnings = 32

[power_and_ir_drop]
powerDensity_nw_per_um2 = 64.0
ir_drop_uv = 31.3
power.leakage_uw = 0.00151

[worst_setup_path]
endpoint_kind = primary output
arrival_ns = 6.86
required_ns = 13.68
criticalPathCategory = in2out
crit_fanout = 32
start_kind = primary input
critPathLaunch = is_sub

[hold_path]
hold_class = in2out
holdCritStartpoint = A[0]
[layer usage]
metal,part of all wire,GRT usage,vias up
met5,0,0,-
met4,0.0061,0.00659,0
met3,0.12,0.0356,4
met2,0.43,0.151,79
met1,0.45,0.135,1020
li1,-,-,1259
[cell usage in the layout (no fill, tap or decap), types with 5 or more instances in the layout]
cell             netlist  routed
nand3_1                7       7
a211oi_1               6       6
o21ai_1                9       9
nand4_1                6       6
ha_1                  60      60
a21oi_1               28      28
xnor2_1               19      19
a21o_1                12      12
xor2_1                43      43
nor2_1                13      13
nand2_1               19      19
o21bai_1               5       5
o21ai_0               13      13
inv_1                  9       9
clkdlybuf4s50_1        0      96
[path summary, 6_finish.rpt]
path,endpoint,slack (ns),cells after the start
min,Y[0],7.81,3
max,Y[19],6.82,14
[kinds of logic (layout without fill, tap and decap cells)]
kind of cell / Yosys count / count (layout) / synth area share
compound gates: 97 / 97 / 0.278
xor+xnor: 62 / 62 / 0.238
fa+ha+maj: 61 / 61 / 0.338
simple gates: 55 / 55 / 0.110
buf+inv: 19 / 107 / 0.0318
mux: 1 / 1 / 0.00493
[stage by stage]
stage,hold WS (ns),total power (uW)
final,7.81,215
after global routing,7.85,242
after CTS,7.82,219
after detailed placement,7.81,216
after global placement,7.81,217
after floorplan,6.87,111
[where the power goes]
group	switching, uW	internal, uW
Clock	0	0
Sequential	0	0
Combinational	92.7	122
[cells in the mapped netlist (3+ instances only)]
cell type,n
a31oi_1,3
a211oi_1,6
nand2b_1,3
clkbuf_1,7
ha_1,60
o21bai_1,5
inv_1,9
xor2_1,43
a21oi_1,28
o21ai_1,9
nor2_1,13
o21ai_0,13
xnor2_1,19
nand3_1,7
a21o_1,12
nor3_1,3
nand2_1,19
nand4_1,6
[area by class of cell]
cell class                 count  share of cell area
tap                          111              0.0414
timing repair buffer          98               0.290
inverter                       9              0.0101
multi-input combinational    276               0.659
[worst max-delay path, stage by stage]
cell	delay, ns
buf_2	0.07
buf_4	0.42
xor2_1	0.19
ha_1	0.25
ha_1	0.22
fa_1	0.43
a211oi_1	0.31
o21ai_1	0.17
a21boi_1	0.21
o21ai_1	0.13
nand3_1	0.21
a32oi_1	0.15
xor2_1	0.18
clkdlybuf4s50_1	0.48
Power and IR drop assume default switching activity.
